[/design/flow/run.sh]
#!/bin/bash
# OpenROAD 26Q1-2900-gdf79404cd8, Yosys 0.63+post, stock flow scripts
make -C /OpenROAD-flow-scripts/flow DESIGN_CONFIG=/design/flow/config.mk WORK_HOME=/design/flow/orfs finish
[/design/flow/config.mk]
export PLATFORM = sky130hd
export DESIGN_NAME = d_slp_counter
export DESIGN_NICKNAME = d_slp_counter
export VERILOG_FILES = /design/flow/design.v
export SDC_FILE = /design/flow/constraint.sdc
export NUM_CORES = 4
export LEC_CHECK = 1
export CORE_UTILIZATION = 30
[/design/flow/constraint.sdc]
current_design d_slp_counter

set clk_period 2.8
set clk_io_pct 0.2

create_clock -name clk0 -period $clk_period [get_ports {clk}]

set non_clock_inputs [all_inputs -no_clocks]
set_input_delay [expr $clk_period * $clk_io_pct] -clock clk0 $non_clock_inputs
set_output_delay [expr $clk_period * $clk_io_pct] -clock clk0 [all_outputs]
[/design/flow/design.v]
`timescale 1 ns/100 ps
`timescale 1 ns/100 ps
`timescale 1 ns/100 ps
module bcd_to_ssg ( input [3:0] bcd,
                    output [6:0] ssg);
 assign ssg = ( bcd == 4'b0000 ) ? 7'b1111110 :  
              ( bcd == 4'b0001 ) ? 7'b0110000 :  
              ( bcd == 4'b0010 ) ? 7'b1101101 :  
              ( bcd == 4'b0011 ) ? 7'b1111001 :  
              ( bcd == 4'b0100 ) ? 7'b0110011 :  
              ( bcd == 4'b0101 ) ? 7'b1011011 :  
              ( bcd == 4'b0110 ) ? 7'b1011111 :  
              ( bcd == 4'b0111 ) ? 7'b1110000 :  
              ( bcd == 4'b1000 ) ? 7'b1111111 :  
              ( bcd == 4'b1001 ) ? 7'b1111011 :  
                                   7'b1001111 ;  
endmodule 
`timescale 1 ns/100 ps
module reg_4bit ( input ld,
                  input clk,
                 input [3:0] d,
                 output [3:0] q);
  always @(posedge clk) begin
    if (ld) begin
      q = d;
    end else begin end  
  end
endmodule
`timescale 1 ns/100 ps
module counter_bcd(   input clk,
                      input enable,
                      input reset,
                      output reg [3:0] bcd,
                      output cnt_9);
  initial begin
    bcd = 0;
    cnt_9 = 0;
  end
  always @(posedge clk) begin
    if (reset) begin
      bcd = 0;
      cnt_9 = 1'b0; 
    end else if (enable) begin
      if (bcd == 9) begin
        bcd = 0;
      end else begin
        bcd++;
      end
      cnt_9 = (bcd == 9)? 1'b1 : 1'b0;
    end 
  end 
endmodule
module counter_block( input enable,
                      input reset,
                      input clk,
                      input load,
                      output [6:0] ssg,
                      output enable_next);
  wire [3:0] bcd_in;
  wire [3:0] bcd_out;
  counter_bcd cntr_bcd(clk, enable, reset, bcd_in, enable_next);
  reg_4bit r4b(load, clk, bcd_in, bcd_out);
  bcd_to_ssg bcd2ssg(bcd_out, ssg);  
endmodule
module d_slp_counter( input enable,
                      input reset,
                      input load,
                      input clk,
                      output [6:0] ssg_0,
                      output [6:0] ssg_1,
                      output [6:0] ssg_2, 
                      output en_machine);
  wire en_1, en_2, en_3, en_4;
  counter_block b0(enable, reset, clk, load, ssg_0, en_1);
  counter_block b1(en_1, reset, clk, load, ssg_1, en_2);
  and(en_3, en_2, en_1);
  counter_block b2(en_3, reset, clk, load, ssg_2, en_4);
  and(en_machine, en_4, en_3);
endmodule
==> results.sh <==
# source this file to load flow results
export IMPL_drive_gt1_frac=0.0629
export IMPL_topCellsByArea="edfxtp_1 26%, dfxtp_1 22%, nor2_1 5.2%, a21oi_1 4.7%, xnor2_1 3.8%"
export IMPL_xor_area_frac=0.0638
export IMPL_endpoint_kind="output pin"
export IMPL_drtIter0Drc=53
export IMPL_clkSinkCount=27
export IMPL_top_area_frac=0.263
export IMPL_start_kind="flip-flop"
export IMPL_core_area_um2=4380
export IMPL_diodes=0
export IMPL_grt_ovfl_total=0
export IMPL_edf_count=12
export IMPL_cts_tree="built"
export IMPL_synth_seq_share=0.481
export IMPL_io_pins=26
export IMPL_max_clock_path_buffers=2
export IMPL_setup_viol_count_final=0
export IMPL_ys_sh_simple=0.235
export IMPL_synthAdderAreaFrac=0.0146
export IMPL_cts_setup_buffers=0
export IMPL_p_leak_uw=0.000608
export IMPL_layout_min_cycle_time_ns=2.34
export IMPL_post_cts_resize_count=0
export IMPL_ir_worst_vdd_uv=209
export IMPL_cts_buffers=3
export IMPL_drv_cap=0
export IMPL_antenna_found_initial=0
export IMPL_netlist_area_um2=1370
export IMPL_fp_util=0.313
export IMPL_syn_inst=152
export IMPL_fin_skew_ns=0.00589
export IMPL_synthTopLogicFamily="simple AND/OR/NAND/NOR gates"
export IMPL_synthMuxAreaShare=0.00820
export IMPL_rsz0062_at_grt="no"
export IMPL_fin_tns_setup_ns=0
export IMPL_via_per_inst=4.59
export IMPL_aoi_share=0.153
export IMPL_warnings=25
export IMPL_fp_dieH_um=69.6
export IMPL_drc=0
export IMPL_tightest_slew_ns=0.587
export IMPL_ys_ff=27
export IMPL_globalplace_congestion=0.747
export IMPL_rows=24
export IMPL_clock_latency_ns=0.27
export IMPL_cts_root_buf="clkbuf_8"
export IMPL_grt_pass1_wl_mm=3.62
export IMPL_ant_nets=0
export IMPL_hold_path_class="flip-flop to flip-flop"
export IMPL_crit_chain="inv_1 > maj3_1 > nand2b_1 > clkdlybuf4s50_1"
export IMPL_slowest_delay_ns=0.52
export IMPL_ys_area_um2=1370
export IMPL_detailed_place_hpwl_mm=1.55
export IMPL_fin_ws_ns=0.459
export IMPL_p_total_uw=731
export IMPL_hold_buffers=0
export IMPL_area_growth_pct=24.2
export IMPL_path_class="flip-flop to output pin"
export IMPL_dp_worst_setup_slack_ns=0.752
export IMPL_period_used=0.836
export IMPL_num_vias=1042
export IMPL_syn_area_per_cell_um2=9.03
export IMPL_pwr_density_cell_nw_per_um2=429
export IMPL_fin_cells=227
export IMPL_fp_dieW_um=69.6
export IMPL_critical_path_max_fanout=10
export IMPL_cp_required_ns=2.24
export IMPL_outcome="finished clean"
export IMPL_wl_per_cell_um=9.72
export IMPL_grt_total_usage=0.0890
export IMPL_fmax_mhz=427
export IMPL_wl_mm=2.21
export IMPL_drv_slew=0
export IMPL_async_flop_share=0
export IMPL_dieArea_um2=4850
export IMPL_grt_max_degree=17
export IMPL_arrival_ns=1.78
export IMPL_yosys_warnings=6
export IMPL_crit_slowest_cell="edfxtp_1"
export IMPL_hold_violations=0
export IMPL_clk_pin_slew_ns=0.09
export IMPL_max_slew_margin_rel=0.607
export IMPL_ys_flop_type="dfxtp_1"
export IMPL_synth_cell_type_count=35
export IMPL_ctsHtreeMaxLevel=1
export IMPL_top_area_cell="edfxtp_1"
export IMPL_dp_cells=223
export IMPL_whs_ns=0.458
export IMPL_drt_first_pass_iters=4
export IMPL_nFillCells=439
export IMPL_io_buffers=25
export IMPL_grt_pass1_vias=834
export IMPL_yosys_cells=152
-- metrics by stage --
stage                util  area, um^2
detailed placement  0.378        1660
finish              0.389        1700
floorplan               -        1370
global placement    0.378        1660
global route        0.389        1700
CTS                 0.389        1700
-- synth_stat cells (2+ instances only) --
library cell	count
nor2_1	19
dfxtp_1	15
a21oi_1	13
edfxtp_1	12
nand2_1	11
o21ai_0	10
inv_1	8
nand2b_1	6
xnor2_1	6
nand3_1	5
nor2b_1	5
xor2_1	4
a22oi_1	3
buf_2	3
o22ai_1	3
or2_2	3
or3_1	3
a21o_1	2
a31oi_1	2
and3_1	2
clkbuf_1	2
maj3_1	2
-- layout by cell type, fill, tap and decap left out, types with 2 or more instances in the layout --
| cell | count |
|---|---|
| a21o_1 | 2 |
| a21oi_1 | 13 |
| a22oi_1 | 3 |
| a31oi_1 | 2 |
| and3_1 | 2 |
| clkbuf_8 | 3 |
| clkdlybuf4s50_1 | 25 |
| dfxtp_1 | 15 |
| edfxtp_1 | 12 |
| inv_1 | 8 |
| maj3_1 | 2 |
| nand2_1 | 11 |
| nand2b_1 | 6 |
| nand3_1 | 5 |
| nor2_1 | 19 |
| nor2b_1 | 5 |
| o21ai_0 | 10 |
| o22ai_1 | 3 |
| or2_2 | 3 |
| or3_1 | 3 |
| xnor2_1 | 6 |
| xor2_1 | 4 |
-- flip-flops by register name, indices dropped and copies added, names as in the netlist --
signal,flops
b0.cntr_bcd.bcd,4
b0.r4b.q,4
b1.cntr_bcd.bcd,4
b1.r4b.q,4
b2.cntr_bcd.bcd,4
b2.r4b.q,4
b0.cntr_bcd.cnt_9,1
b1.cntr_bcd.cnt_9,1
b2.cntr_bcd.cnt_9,1
-- where the power goes --
| group | total, uW | internal, uW | switching, uW |
|---|---|---|---|
| combinational | 80.6 | 54.3 | 26.3 |
| sequential | 438 | 422 | 16.6 |
| clock | 213 | 99.4 | 113 |
-- layer usage --
metal	vias to the layer above	global-route usage	wire length [um]	share of wire
li1	575	-	-	-
met1	448	0.146	1220	0.55
met2	17	0.134	879	0.40
met3	2	0.0118	92	0.042
met4	0	0.0133	17	0.0077
met5	-	0	0	0
-- worst paths after layout --
check | startpoint | endpoint | slack (ns) | cells after the start
hold reg to reg | b2.cntr_bcd.cnt_9$_SDFFE_PP0P_ | b2.cntr_bcd.cnt_9$_SDFFE_PP0P_ | 0.46 | 2
setup reg to reg | b0.cntr_bcd.cnt_9$_SDFFE_PP0P_ | b2.cntr_bcd.cnt_9$_SDFFE_PP0P_ | 1.42 | 3
setup / recovery | b1.r4b.q[2]$_DFFE_PP_ | ssg_1[1] | 0.46 | 4
hold / removal | b2.cntr_bcd.cnt_9$_SDFFE_PP0P_ | b2.cntr_bcd.cnt_9$_SDFFE_PP0P_ | 0.46 | 2
-- layout make-up --
type	instances	area (um^2)	share of cell area
flip-flops and latches	27	661	0.388
clock buffers	3	41.3	0.0242
well taps	52	65.1	0.0382
multi-input cells	111	652	0.383
clock inverters	1	5.00	0.00294
repair buffers	25	250	0.147
inverters	8	30.0	0.0176
-- logic make-up (layout without fill, tap and decap cells) --
| kind of cell | Yosys count | in the layout |
|---|---|---|
| XOR/XNOR | 10 | 10 |
| adder cells (fa/ha/maj) | 2 | 2 |
| AND/OR/NAND/NOR | 62 | 62 |
| buffers and inverters | 14 | 37 |
| AND-OR/OR-AND | 36 | 36 |
| flip-flops | 27 | 27 |
| multiplexers | 1 | 1 |
-- critical path, delay by kind of cell (launching register included) --
family | cells | cell delay (ns)
fa+ha+maj | 1 | 0.36
simple gates | 1 | 0.07
flops | 1 | 0.52
buf+inv | 2 | 0.56
Power and IR drop assume default switching activity.
