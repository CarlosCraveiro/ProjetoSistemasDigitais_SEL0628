$ cat flow/config.mk
export PLATFORM = sky130hd
export DESIGN_NAME = control_machine
export DESIGN_NICKNAME = control_machine
export VERILOG_FILES = /design/flow/design.v
export SDC_FILE = /design/flow/constraint.sdc
export NUM_CORES = 4
export LEC_CHECK = 1
export CORE_AREA = 10 10 71 71
export DIE_AREA = 0 0 81 81
$ cat flow/constraint.sdc
current_design control_machine

set clk_period 1.8
set clk_io_pct 0.2

create_clock -name clk0 -period $clk_period [get_ports {clk}]

set non_clock_inputs [all_inputs -no_clocks]
set_input_delay [expr $clk_period * $clk_io_pct] -clock clk0 $non_clock_inputs
set_output_delay [expr $clk_period * $clk_io_pct] -clock clk0 [all_outputs]
$ cat flow/design.v
`timescale 1 ns/100 ps
module control_machine( input start,
                        input clk,
                        input finished_counting,
                        input cap_discharged,
                        output ch_Vmeasured,
                        output ch_Vref,
                        output ch_Zero,
                        output load,
                        output reset,
                        output enable_counting);
  reg working;
  reg [3:0] next_phase;
  always @(posedge clk) begin
    if(start) begin
      working = 1'b1;  
      next_phase = 1;  
      reset = 1'b0;  
      ch_Zero = 1'b0;  
    end
    if(working == 1'b1) begin
      if(next_phase == 1) begin
        enable_counting = 1'b1;
        next_phase = 2;
        ch_Vmeasured = 1'b1;
      end else if (next_phase == 2 && finished_counting) begin
        ch_Vmeasured = 1'b0;
        ch_Vref = 1'b1;
        next_phase = 3;
      end else if (next_phase == 3 && cap_discharged) begin
        enable_counting = 1'b0;
        load = 1'b1;
        ch_Vref = 1'b0;
        next_phase = 4;
      end else if (next_phase == 4) begin
        load = 1'b0;
        reset = 1'b1;
        ch_Zero = 1'b1;
        working = 1'b0;
      end 
    end
  end
endmodule
$ cat flow/run.sh
#!/bin/bash
# OpenROAD 26Q1-2900-gdf79404cd8, Yosys 0.63+post, stock flow scripts
make -C /OpenROAD-flow-scripts/flow DESIGN_CONFIG=/design/flow/config.mk WORK_HOME=/design/flow/orfs finish
==> flow_summary.toml <==
# physical design summary
[place]
place.detailed.hpwl_um = 862
gp_congestion = 0.747
buffer_ports.inserted = 9
dpl-instance-area_sq_um = 718

[clock_network]
clock_tree_from_tritoncts = "built"
clock-sinks = 13
cts_made_buffers = 3
root_buffer = "sky130_fd_sc_hd__clkbuf_8"
insertion_delay_ns = 0.24
cts_max_path_buffers = 2
post_cts_buffers = 0
cts_max_level = 1
clock_slew_seen_by_the_registers_of_the_worst_setup_and_hold_paths_ns = 0.05
post_cts_resize_count = 0
postCtsHoldBufs = 0

[global_routing]
overall_global_routing_resource_usage_pct = 3.73
grt_start_max_net_pins = 11
grt_pass1_vias = 422
grt_antenna_before_repair = 0
sum_of_overflow_across_all_layers_after_global_routing = 0
grt_pass1_wl_um = 1970

[power]
power.static_leakage_nw = 0.296
worst_ir_drop_vdd_mv = 0.209
power_per_cell_area_nw_per_um2 = 958
post-layout-total-power_w = 0.000731

[synth]
yosys.cell_types.count = 28
edf_count = 4
library_cell_occupying_the_most_area_in_the_post_synthesis_netlist = "sky130_fd_sc_hd__dfxtp_1"
yosysCellCount = 55
synth_flops = 13
synth_warnings = 13
ff_type = "sky130_fd_sc_hd__dfxtp_1"
synth.cells.most_frequent = "sky130_fd_sc_hd__dfxtp_1, sky130_fd_sc_hd__nor2_1, sky130_fd_sc_hd__edfxtp_1"
postSynthAreaPerCell_sq_um = 10.3
netlist_top_cells_area = "sky130_fd_sc_hd__dfxtp_1, sky130_fd_sc_hd__edfxtp_1, sky130_fd_sc_hd__nor2_1"
top_cell_type_by_instance_count_after_synthesis = "sky130_fd_sc_hd__dfxtp_1"
ys_chip_area_sq_um = 566
synth_largest_type_area_fraction_pct = 31.9
synth-seq-area-share_pct = 53.1
netlist_instances = 55
async_flop_share_pct = 0
synth.cell_area_sq_um = 566

[critical_path]
worstPathCellList = "clkdlybuf4s50_1"
cp_slowest_cell = "sky130_fd_sc_hd__clkdlybuf4s50_1"
worstSetupPathDepth = 1
worst_setup_path_end_kind = "output port"
cp_data_arrival_time_ns = 1.04
worst-endpoint-required_ns = 1.44
max_stage_delay_ns = 0.47
worstPathMaxFanout = 2
worst_path_dominant_cell_family = "buffers and inverters"
worstSetupPathType = "reg -> out"
setup.worst_path.start_class = "flop"
worst_r2r_path_cells = 3
timing.critical_path.buf_inv = 1

[detailed_routing]
detail_route.antenna_diodes = 0
initialDrtViolationCount = 38
postRouteWirelength_um = 1230
drc = 0
drtAntennaViolNets = 0
vias = 460
route.detailed.wl_per_inst_um = 10.6
drt_pass1_iterations = 4
route.detailed.vias_per_inst = 3.97

[layout]
flow.area_growth_from_synthesis_pct = 35.0
area_of_all_placed_cells_without_fillers_sq_um = 763
layout-drive-gt1-share_pct = 16.2

[sta]
slew_headroom_pct = 81.5
tightestPinTransition_ns = 0.274
max_clk_rate_ghz = 0.716
skew_ns = 0.00506
timing.final.max_slew_violations = 0
final.setup.tns_ns = 0
fin_hold_ws_ns = 0.457
timing_hold_violations_final = 0
rsz_0062_raised_after_global_routing = "false"
setup_viol_count_final = 0
min_period_ns = 1.40
layout_worst_path_cycle_share_pct = 77.5

[floorplan]
die_width_um = 81
fp_util_pct = 15.6
top_level_ports = 10
chipArea_sq_um = 6560
die-height_um = 81
design.core.area_sq_um = 3630
floorplan.rows = 22

[min_path]
timing.hold.worst_path_depth = 2
timing.hold.worst.class = "reg -> reg"

[flow_run]
log.warning_count = 25
max_cap_violations = 0

[status]
run_status = "finished, final reports clean"
report_power, final:
part           leakage (nW)  switching (W)  internal (W)
Combinational         0.161      0.0000517     0.0000678
Clock                0.0228      0.0000975      0.000156
Sequential            0.112      0.0000270      0.000331
Total                 0.296       0.000176      0.000555
cell families after synthesis:
kind of cell / count (synthesis) / synth area share, %
DFF: 13 / 53.1
buffers and inverters: 4 / 2.88
AOI/OAI and AO/OA: 13 / 15.7
and+or+nand+nor: 25 / 28.3
layout by cell type, fill, tap and decap left out, drive strengths merged:
cell	synthesis	routed
clkbuf	0	4
o21bai	1	1
nand2b	4	4
edfxtp	4	4
nor3b	2	2
nand2	3	3
o311ai	1	1
nor2	7	7
o211ai	1	1
a21o	1	1
dfxtp	9	9
o21ai	3	3
a31oi	1	1
nand3	1	1
and4b	1	1
nor3	1	1
nand3b	2	2
clkdlybuf4s50	0	9
inv	3	3
and2b	1	1
or2	2	2
a211oi	1	1
a21oi	4	4
buf	1	1
nand4bb	1	1
stage by stage:
step | cells | utilization (%) | setup WS, ns
floorplan | 55 | - | 0.637
finish | 116 | 21.0 | 0.404
detailed placement | 112 | 19.8 | 0.175
global route | 116 | 21.0 | 0.298
CTS | 116 | 21.0 | 0.385
global placement | 112 | 19.8 | 0.174
layout make-up:
cell class	instances	area, sq um
tap	48	60.1
multi-input combinational	38	249
inverter	3	11.3
timing repair buffer	10	97.6
fill	406	2870
clock buffer	4	45.0
sequential	13	300
per-layer routing:
layer	GRT usage, %	up-vias	share of wire (%)
li1	-	221	-
met1	5.14	218	47
met2	5.41	17	44
met3	1.56	4	8.2
met4	0.692	0	1.6
met5	0	-	0
worst paths after layout:
check	start	endpoint	slack [ns]
worst min register to register	next_phase[2]	next_phase[2]	0.46
worst min-delay path	next_phase[2]	next_phase[2]	0.46
worst max-delay path	reset	reset	0.40
worst max register to register	next_phase[0]	load	0.44
Power and IR drop assume default switching activity.
